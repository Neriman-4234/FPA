==> ./design.v <==
module priority_encoder(
			input [24:0] significand,
			input [7:0] exp_a,
			output reg [24:0] Significand,
			output [7:0] exp_sub
			);
reg [4:0] shift;
always @(significand)
begin
	casex (significand)
		25'b1_1xxx_xxxx_xxxx_xxxx_xxxx_xxxx :	begin
													Significand = significand;
									 				shift = 5'd0;
								 			  	end
		25'b1_01xx_xxxx_xxxx_xxxx_xxxx_xxxx : 	begin
										 			Significand = significand << 1;
									 				shift = 5'd1;
								 			  	end
		25'b1_001x_xxxx_xxxx_xxxx_xxxx_xxxx : 	begin
										 			Significand = significand << 2;
									 				shift = 5'd2;
								 				end
		25'b1_0001_xxxx_xxxx_xxxx_xxxx_xxxx : 	begin
													Significand = significand << 3;
								 	 				shift = 5'd3;
								 				end
		25'b1_0000_1xxx_xxxx_xxxx_xxxx_xxxx : 	begin
									 				Significand = significand << 4;
								 	 				shift = 5'd4;
								 				end
		25'b1_0000_01xx_xxxx_xxxx_xxxx_xxxx : 	begin
									 				Significand = significand << 5;
								 	 				shift = 5'd5;
								 				end
		25'b1_0000_001x_xxxx_xxxx_xxxx_xxxx : 	begin						 
									 				Significand = significand << 6;
								 	 				shift = 5'd6;
								 				end
		25'b1_0000_0001_xxxx_xxxx_xxxx_xxxx : 	begin						 
									 				Significand = significand << 7;
								 	 				shift = 5'd7;
								 				end
		25'b1_0000_0000_1xxx_xxxx_xxxx_xxxx : 	begin						 
									 				Significand = significand << 8;
								 	 				shift = 5'd8;
								 				end
		25'b1_0000_0000_01xx_xxxx_xxxx_xxxx : 	begin						 
									 				Significand = significand << 9;
								 	 				shift = 5'd9;
								 				end
		25'b1_0000_0000_001x_xxxx_xxxx_xxxx : 	begin						 
									 				Significand = significand << 10;
								 	 				shift = 5'd10;
								 				end
		25'b1_0000_0000_0001_xxxx_xxxx_xxxx : 	begin						 
									 				Significand = significand << 11;
								 	 				shift = 5'd11;
								 				end
		25'b1_0000_0000_0000_1xxx_xxxx_xxxx : 	begin						 
									 				Significand = significand << 12;
								 	 				shift = 5'd12;
								 				end
		25'b1_0000_0000_0000_01xx_xxxx_xxxx : 	begin						 
									 				Significand = significand << 13;
								 	 				shift = 5'd13;
								 				end
		25'b1_0000_0000_0000_001x_xxxx_xxxx : 	begin						 
									 				Significand = significand << 14;
								 	 				shift = 5'd14;
								 				end
		25'b1_0000_0000_0000_0001_xxxx_xxxx  : 	begin						 
									 				Significand = significand << 15;
								 	 				shift = 5'd15;
								 				end
		25'b1_0000_0000_0000_0000_1xxx_xxxx : 	begin						 
									 				Significand = significand << 16;
								 	 				shift = 5'd16;
								 				end
		25'b1_0000_0000_0000_0000_01xx_xxxx : 	begin						 
											 		Significand = significand << 17;
										 	 		shift = 5'd17;
												end
		25'b1_0000_0000_0000_0000_001x_xxxx : 	begin						 
									 				Significand = significand << 18;
								 	 				shift = 5'd18;
								 				end
		25'b1_0000_0000_0000_0000_0001_xxxx : 	begin						 
									 				Significand = significand << 19;
								 	 				shift = 5'd19;
												end
		25'b1_0000_0000_0000_0000_0000_1xxx :	begin						 
									 				Significand = significand << 20;
								 					shift = 5'd20;
								 				end
		25'b1_0000_0000_0000_0000_0000_01xx : 	begin						 
									 				Significand = significand << 21;
								 	 				shift = 5'd21;
								 				end
		25'b1_0000_0000_0000_0000_0000_001x : 	begin						 
									 				Significand = significand << 22;
								 	 				shift = 5'd22;
								 				end
		25'b1_0000_0000_0000_0000_0000_0001 : 	begin						 
									 				Significand = significand << 23;
								 	 				shift = 5'd23;
								 				end
		25'b1_0000_0000_0000_0000_0000_0000 : 	begin						 
								 					Significand = significand << 24;
							 	 					shift = 5'd24;
								 				end
		default : 	begin
						Significand = (~significand) + 1'b1;
						shift = 8'd0;
					end
	endcase
end
assign exp_sub = exp_a - shift;
endmodule
module Addition_Subtraction(input i_clk,i_rst,
input [31:0] i_operand_a,i_operand_b,
input add_sub_signal,														 
output o_exception,
output reg [31:0] o_operand_o );
wire operation_add_sub_signal;
wire enable;
wire output_sign;
wire [31:0] op_a,op_b;
wire [23:0] significand_a,significand_b;
wire [7:0] exp_diff;
wire [23:0] significand_b_add_sub;
wire [7:0] exp_b_add_sub;
wire [24:0] significand_add;
reg [30:0] add_sum;
wire [23:0] significand_sub_complement;
wire [24:0] significand_sub;
wire [30:0] sub_diff;
wire [24:0] subtraction_diff;
wire [7:0] exp_sub;
assign {enable,op_a,op_b} = (i_operand_a[30:0] < i_operand_b[30:0]) ? {1'b1,i_operand_b,i_operand_a} : {1'b0,i_operand_a,i_operand_b};	 
assign exp_a = op_a[30:23];
assign exp_b = op_b[30:23];
assign o_exception = (&op_a[30:23]) | (&op_b[30:23]);				 
assign output_sign = add_sub_signal ? enable ? !op_a[31] : op_a[31] : op_a[31] ;
assign operation_add_sub_signal = add_sub_signal ? op_a[31] ^ op_b[31] : ~(op_a[31] ^ op_b[31]);
assign significand_a = (|op_a[30:23]) ? {1'b1,op_a[22:0]} : {1'b0,op_a[22:0]};							 
assign significand_b = (|op_b[30:23]) ? {1'b1,op_b[22:0]} : {1'b0,op_b[22:0]};
assign exp_diff = op_a[30:23] - op_b[30:23];											 
assign significand_b_add_sub = significand_b >> exp_diff;
assign exp_b_add_sub = op_b[30:23] + exp_diff;
assign perform = (op_a[30:23] == exp_b_add_sub);										 
assign significand_add = (perform & operation_add_sub_signal) ? (significand_a + significand_b_add_sub) : 25'd0;
assign significand_sub_complement = (perform & !operation_add_sub_signal) ? ~(significand_b_add_sub) + 24'd1 : 24'd0 ;
assign significand_sub = perform ? (significand_a + significand_sub_complement) : 25'd0;
priority_encoder pe(significand_sub,op_a[30:23],subtraction_diff,exp_sub);
assign sub_diff[30:23] = exp_sub;
assign sub_diff[22:0] = subtraction_diff[22:0];
always@(posedge i_clk,posedge i_rst) begin
if(i_rst) begin
o_operand_o <= 32'b0;
add_sum <= 31'b0;
end
else begin
 add_sum[22:0] <= significand_add[24] ? significand_add[23:1] : significand_add[22:0];  
 add_sum[30:23] <= significand_add[24] ? (1'b1 + op_a[30:23]) : op_a[30:23];  
 o_operand_o <= o_exception ? 32'b0 : ((!operation_add_sub_signal) ? {output_sign,sub_diff} : {output_sign,add_sum});
end
end
endmodule
==> ./run.sh <==
#!/bin/bash
# OpenROAD 26Q1-2900-gdf79404cd8, Yosys 0.63+post, stock flow scripts
make -C /OpenROAD-flow-scripts/flow DESIGN_CONFIG=/design/flow/config.mk WORK_HOME=/design/flow/orfs finish
==> ./config.mk <==
export PLATFORM = sky130hd
export DESIGN_NAME = Addition_Subtraction
export DESIGN_NICKNAME = Addition_Subtraction
export VERILOG_FILES = /design/flow/design.v
export SDC_FILE = /design/flow/constraint.sdc
export NUM_CORES = 4
export LEC_CHECK = 1
export CORE_UTILIZATION = 30
==> ./constraint.sdc <==
current_design Addition_Subtraction

set clk_period 19.1
set clk_io_pct 0.2

create_clock -name clk0 -period $clk_period [get_ports {i_clk}]

set non_clock_inputs [all_inputs -no_clocks]
set_input_delay [expr $clk_period * $clk_io_pct] -clock clk0 $non_clock_inputs
set_output_delay [expr $clk_period * $clk_io_pct] -clock clk0 [all_outputs]
==> results.txt <==
flow finished, numbers: first-pass GRT wire length=between 90 and 100 mm, Filler cells=between 4,000 and 5,000, Tcrit/Tclk final=0.928, Leak=~6 nW, unrepaired setup endpoints after global routing=no, logic area=10,700 sq um, total CTS buffers=9, TritonRoute pass-1 iters=6, Final setup viols=0, Post-synth EDFFs=0, yosys synthesis chip area=between 10,000 and 15,000 sq um, RD Place Congestion=roughly 1.1, DRC=0, Hold Path Class=reg -> reg, number of port buffers=between 90 and 100, Core Region=approximately 43,000 sq um, main flop type=dfrtp_1, pre-CTS setup slack=1.12 ns, Starting DRT DRC Count=1,761, Cell area leaders=dfrtp_1 12%, ha_1 9.4%, mux4_2 5.0%, count leader, synth=nor2_1, flop2flop setup slack=approximately 18 ns, Slew headroom=0.307, post-DP HPWL=between 40 and 50 mm, register area share after synthesis=0.121, DRT Wirelength=roughly 60 mm, Slowest Stage Delay on Critical Path=between 0.7 and 0.8 ns, hold buffer count at cts=0, Chip Height=210 microns, max-slew violation count=0, worst r2r src=add_sum[19]$_DFF_PP0_, via count=between 15,000 and 20,000, Req. time, crit path=approximately 19 ns, clk latency late pin=about 0.35 ns, layout cells sized above 1=0.103, asr flop ratio synth=1.00, flops out of synthesis=63, Seq. cell area=1580 sq um, pin count of the biggest net entering global routing=roughly 53, Top delay family on crit path=AND-OR/OR-AND gates, Max Root-Sink Buffers=2, Hold Path End=o_operand_o[28]$_DFF_PP0_, reg2reg path depth=2, VDD IR max=~0.000044 V, Setup CP Type=in -> reg, initial antenna violation count=0, Peak Freq=56.4 MHz, io pins=about 100, CP Max Fanout=23, Tool Warnings=30, final hold violations=0, crit path time final=17.73 ns, Initial Util=0.303, CTS Sinks=approximately 63, synthesized area=13,000 sq um, CP arrival=roughly 18 ns, H-tree Lvls=3, Unique cell types=approximately 100, WL/cell=25.0 microns, Worst setup EP type=register, CTS clk-pin slew, worst paths=around 0.06 ns, Buf+Inv Stages, Crit Path=9, Setup Skew=0.00965 ns, Final ANT Viol Nets=0, vias per cell=6.29, PwrDens=76.9 nW/um^2, Die ar.=approximately 44,000 sq um, clock root buffer=clkbuf_16, Fin Setup TNS=0 ns, Setup crit start=i_operand_b[23], worst-margin pin slew=just over 1 ns, Top cell area share=0.121, critical path launch point type=input port, Area growth, synth to finish=17.0%, warnings from Yosys=5, Max Cap Viol=0, Hold Crit Depth=2, Pwr Total=between 1 and 1.5 mW, antenna cells=0, Die Wd=around 210 microns, R2R Path End=o_operand_o[19]$_DFF_PP0_, Post-Syn Instances=1,759, TritonCTS clock tree=yes, Setup Fix Bufs, Post-CTS=0, area leader, netlist=dfrtp_1, top cells by count=174 x nor2_1, 144 x nand2_1, 101 x a21oi_1, Remaining Overflow, GRT=0, Worst path slowest cell=ha_1, hold_sp=add_sum[28]$_DFF_PP0_, post-CTS sizing=0, Final WS setup=~1.4 ns, ys cells=between 1,500 and 2,000, vias in the first global route=roughly 14,000, Mean Syn Cell Area=between 7 and 8 sq um, num rows=about 76, Total GRT Usage=0.276, status=complete, no violations
## registers in the layout (all words and copies together) (netlist names)
register	count
o_operand_o	32
add_sum	31
## worst register-to-register path, cell delays in order (launching register included)
cell and delay, ns:
dfrtp_1 0.41, o21ai_0 0.59, a31oi_1 0.17
## metrics by stage
step	cells	hold WS [ns]	cell area [sq um]	util
3_5_place_dp	2404	0.479	14900	0.348
5_1_grt	2419	0.508	15300	0.355
3_3_place_gp	2404	0.469	14900	0.348
6_report	2419	0.487	15300	0.355
4_1_cts	2419	0.493	15300	0.355
2_1_floorplan	1759	0.449	13000	-
## cell usage in the layout, fill, tap and decap left out, types with 37 or more instances in the layout
| cell | Yosys | routed |
|---|---|---|
| nor4_1 | 37 | 37 |
| buf_4 | 7 | 84 |
| nand2_1 | 144 | 144 |
| dfrtp_1 | 63 | 63 |
| a21oi_1 | 101 | 100 |
| ha_1 | 98 | 98 |
| inv_1 | 74 | 73 |
| xor2_1 | 39 | 37 |
| nand3_1 | 61 | 61 |
| xnor2_1 | 64 | 60 |
| o21ai_0 | 95 | 95 |
| nor3_1 | 66 | 65 |
| nand4_1 | 47 | 47 |
| clkdlybuf4s50_1 | 0 | 99 |
| o22ai_1 | 49 | 49 |
| mux2i_1 | 64 | 64 |
| nor2_1 | 174 | 174 |
## cells by family (layout without fill, tap and decap cells)
logic type / count (synthesis) / in the layout / synth area share
AND-OR/OR-AND: 536 / 536 / 0.291
XOR/XNOR: 105 / 105 / 0.0728
adder cells (fa/ha/maj): 101 / 101 / 0.0987
buffers and inverters: 203 / 278 / 0.0625
flip-flops: 63 / 63 / 0.121
multiplexers: 98 / 98 / 0.104
AND/OR/NAND/NOR: 653 / 653 / 0.250
## how the worst max path moves through the flow
stage,end,slack [ns],cells after the start
CTS,o_operand_o[30]$_DFF_PP0_,1.42,54
finish,o_operand_o[30]$_DFF_PP0_,1.37,55
global route,o_operand_o[30]$_DFF_PP0_,0.21,55
## report_power, final
group          switching, mW  total [mW]  internal [mW]
clock                 0.0634       0.180          0.117
combinational          0.530       0.838          0.308
sequential           0.00583       0.156          0.150
## per-layer routing
| metal | GRT usage | share of wire | vias up |
|---|---|---|---|
| met5 | 0 | 0 | - |
| met4 | 0.110 | 0.053 | 0 |
| met3 | 0.0668 | 0.093 | 208 |
| met2 | 0.425 | 0.44 | 819 |
| met1 | 0.374 | 0.42 | 7272 |
| li1 | - | - | 6912 |
## cell type report
type,count,area share
multi-input combinational,1493,0.702
timing repair buffer,183,0.106
sequential,63,0.103
tap,585,0.0480
inverter,80,0.0197
clock buffer,11,0.0159
clock inverter,4,0.00459
Power and IR drop assume default switching activity.
