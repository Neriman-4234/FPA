### ./run.sh
#!/bin/bash
# OpenROAD 26Q1-2900-gdf79404cd8, Yosys 0.63+post, stock flow scripts
make -C /OpenROAD-flow-scripts/flow DESIGN_CONFIG=/design/flow/config.mk WORK_HOME=/design/flow/orfs finish
### ./config.mk
export PLATFORM = sky130hd
export DESIGN_NAME = mul_invert_2
export DESIGN_NICKNAME = mul_invert_2
export VERILOG_FILES = /design/flow/design.v
export SDC_FILE = /design/flow/constraint.sdc
export NUM_CORES = 4
export LEC_CHECK = 1
export CORE_UTILIZATION = 40
### ./constraint.sdc
current_design mul_invert_2

set clk_period 11.0
set clk_io_pct 0.2

create_clock -name clk0 -period $clk_period [get_ports {i_clk}]

set non_clock_inputs [all_inputs -no_clocks]
set_input_delay [expr $clk_period * $clk_io_pct] -clock clk0 $non_clock_inputs
set_output_delay [expr $clk_period * $clk_io_pct] -clock clk0 [all_outputs]
### ./design.v
module mul_invert_2(
input i_clk,i_rst,i_start,
input [31:0] i_operand_a,
input [31:0] i_operand_b,
output reg [31:0] o_operand_o,
output o_exception,o_overflow,o_underflow,
output reg o_done
);
wire overflow,underflow;
reg [8:0] exponent;
wire [8:0] sum_exponent;
reg [22:0] product_mantissa;
wire [23:0] op_a,op_b;
reg [47:0] product;
wire [47:0] product_normalised;
reg [31:0] temp_o;
wire sign,normalised,zero;
wire exception,round;
assign o_exception = exception;
assign o_overflow  = overflow;
assign o_underflow = underflow;
assign sign = i_operand_a[31] ^ i_operand_b[31];				 
assign exception = (&i_operand_a[30:23]) | (&i_operand_b[30:23]);  
assign op_a = (|i_operand_a[30:23]) ? {1'b1,i_operand_a[22:0]} : {1'b0,i_operand_a[22:0]};
assign op_b = (|i_operand_b[30:23]) ? {1'b1,i_operand_b[22:0]} : {1'b0,i_operand_b[22:0]};
assign normalised = product[47] ? 1'b1 : 1'b0;
assign product_normalised = normalised ? product : product << 1;
assign round = |product_normalised[22:0];
assign zero = exception ? 1'b0 : (product_mantissa == 23'd0) ? 1'b1 : 1'b0;
assign sum_exponent = i_operand_a[30:23] + i_operand_b[30:23];
assign overflow = ((exponent[8] & !exponent[7]) & !zero); 									 
assign underflow = ((exponent[8] & exponent[7]) & !zero) ? 1'b1 : 1'b0; 							 
always@(posedge i_clk,posedge i_rst) begin
if(i_rst) begin
o_operand_o <= 32'b0;
exponent <= 8'b0;
product_mantissa <= 23'b0;
product <= 48'b0;
end
else begin
 product <= op_a * op_b;
 product_mantissa <= product_normalised[46:24] + (product_normalised[23] & round);
 exponent <= sum_exponent - 8'd127 + normalised;
 o_operand_o <= exception ? 32'd0 : zero ? {sign,31'd0} : overflow ? {sign,8'hFF,23'd0} : underflow ? {sign,31'd0} : {sign,exponent[7:0],product_mantissa};
end
end
endmodule
==> results.cfg <==
; generated from flow reports
[clock_tree]
clk_path_buf_depth = 2
cts_max_level = 3
cts_sinks = 112
cts.hold.buffers_added = 0
cts_tree = done
clock-root-buffer = clkbuf_16
insertion_delay_ps = 350
cts_made_buffers = 9
post_cts_buffers = 0
path_clk_slew_ps = 80
postCtsResizedCells = 0

[sta]
worst_slew_pin_slew_ps = 887
setup_viol = 0
relSlewSlack_pct = 40.7
finalCritPeriodShare_pct = 85.7
layout_min_cycle_time_ps = 9430
hold_violations = 0
rsz0062_at_grt = no
fmax_mhz = 106
final.setup.tns_ps = 0
slew_violations = 0
skew_ps = 10.6

[floorplan]
io_pins = 103
die_y_um = 244
rows = 88
die_w_um = 244
fp_util_pct = 40.5
core_area_sq_um = 57700
die-area_sq_um = 59400

[global_route]
grt_pass1_vias = 17800
grt_usage_pct = 21.1
grt_pass1_wl_um = 93300
global_route.overflow_total = 0
antenna_found_initial = 1
grt_max_degree = 49

[detailed_routing]
post-route-drc-count = 0
drt_pass1_iterations = 5
via_count = 16500
ant_nets = 0
drt-total-wl_um = 55800
dr.first_iter.drc_count = 523
routed_via_density = 4.92
wl_per_cell_um = 16.7

[yosys]
synth.distinct_cells = 69
synth.yosys.seq_area_share_pct = 12.0
ys_ff = 112
synthCells = 2527
ys_area_sq_um = 23400
ff_type = dfrtp_1
ys_cells = 2527
syn_area_per_cell_sq_um = 9.25
edf_count = 0
yosysTopAreaCell = fa_1
netlist_area_sq_um = 23400
ys_top_cells_by_area = fa_1 (41%), dfrtp_1 (12%), ha_1 (10%), inv_1 (8.7%), and2_1 (7.0%)
synth_warnings = 2
synth_top_area_share_pct = 41.4
ys_async_sr_fraction_pct = 100

[job]
maxCapViolations = 0
warning_count = 26

[critical_path]
path_buffers = 5
reg2reg_slack_ps = 7500
r2r-start = product[47]
critPathMaxStageDelay_ps = 570
crit_type = input pin to flip-flop
cp_cell_sequence = clkdlybuf4s50_1 > nor4_1 > nand2_1 > and2_1 > fa_1 > fa_1 > fa_1 > inv_1 > fa_1 > inv_1 > fa_1 > inv_1 > fa_1 > inv_1 > fa_1 > ha_1 > nand4_1 > nor3_1 > o21ai_0 > a211oi_1 > o31a_1 > o21ai_0 > a221oi_1 > xnor2_1
r2r_cells = 13
rr_endpoint = product_mantissa[22]
path_common_cell = fa_1
cp_max_fo = 7
start_kind = input pin
path_delay_family = adder cells
critPathRequiredTime_ps = 11260
worstPathArrival_ps = 9700
end_kind = flip-flop
slowest_stage = fa_1

[worst_hold_path]
hp-start = product_mantissa[21]
hold_path.class = flip-flop to flip-flop
min_path_cells = 1
worstHoldEndpoint = o_operand_o[21]

[place]
place.gp.congestion = 0.900
hpwlAfterDp_um = 46600
portBuffers = 100

[layout]
syn2layout_area_growth_pct = 9.68
final_layout_size_suffix_gt1_share_pct = 3.91
final_core_util_pct = 44.4
num-fill-cells = 5412

[status]
outcome = completed
[layer usage]
layer | GRT usage (%) | vias up | wire (um)
li1 | - | 7631 | -
met1 | 29.1 | 8181 | 22000
met2 | 32.9 | 609 | 26800
met3 | 9.50 | 61 | 6160
met4 | 2.39 | 2 | 783
met5 | 0 | - | 20
[how the worst max path moves through the flow]
stage	cells past startpoint	slack [ps]	startpoint	to
CTS	24	1490	i_operand_a[23]	product[44]
global route	24	1090	i_operand_a[23]	product[44]
finish	24	1570	i_operand_a[23]	product[47]
[synth_stat cells, types with 8 or more instances]
master	number
nand2_1	386
a21o_1	24
dfrtp_1	112
inv_1	540
xnor2_1	52
xor2_1	28
a21oi_1	71
nand3_1	24
nor4_1	15
clkbuf_1	114
a31oi_1	8
ha_1	192
and2_1	262
mux2i_1	10
nor3_1	10
and3_1	9
nor2b_1	12
nand4_1	15
o21ai_0	26
nor2_1	43
fa_1	483
[flip-flops by register name, indices dropped and copies added, names as in the netlist]
name,count
exponent,9
o_operand_o,32
product,48
product_mantissa,23
[worst reg2reg max path: cells and delay by family, from the launching register on]
| kind | cells | cell delay, ps |
|---|---|---|
| compound gates | 4 | 790 |
| simple gates | 6 | 1370 |
| fa+ha+maj | 2 | 500 |
| buf+inv | 1 | 400 |
| flops | 1 | 320 |
[metrics by stage]
stage	cell area [sq um]	hold WS, ps	instances	setup slack (ps)
finish	25600	486	3348	1570
global route	25600	507	3347	1090
CTS	25600	489	3347	1490
detailed placement	25300	470	3331	1140
global placement	25300	471	3331	1170
floorplan	23400	454	2527	2410
[area by class of cell]
cell class | instances | area (sq um) | area share (%)
diodes | 1 | 2.50 | 0.00976
clock buffers | 9 | 225 | 0.878
clock inverters | 7 | 100 | 0.390
inverters | 541 | 2030 | 7.93
multi-input cells | 1755 | 18100 | 70.5
flip-flops and latches | 112 | 2800 | 10.9
well taps | 765 | 957 | 3.73
repair buffers | 158 | 1440 | 5.60
[logic make-up (layout without fill, tap and decap cells)]
| group | count (synthesis) | count (layout) | share of synthesized area, % |
|---|---|---|---|
| buf+inv | 660 | 715 | 10.7 |
| compound gates | 184 | 184 | 5.04 |
| mux | 14 | 14 | 0.621 |
| simple gates | 801 | 801 | 17.0 |
| flops | 112 | 112 | 12.0 |
| xor+xnor | 80 | 80 | 3.00 |
| other cells | 1 | 2 | 0.0160 |
| fa+ha+maj | 675 | 675 | 51.6 |
[cells in the final DEF (no fill, tap or decap), types with 12 or more instances in the layout]
| cell | synthesis | layout |
|---|---|---|
| dfrtp_1 | 112 | 112 |
| nor2b_1 | 12 | 12 |
| inv_1 | 540 | 539 |
| nand2_1 | 386 | 386 |
| xnor2_1 | 52 | 52 |
| nor4_1 | 15 | 15 |
| nor2_1 | 43 | 43 |
| clkdlybuf4s50_1 | 0 | 100 |
| fa_1 | 483 | 483 |
| o21ai_0 | 26 | 26 |
| xor2_1 | 28 | 28 |
| ha_1 | 192 | 192 |
| nand4_1 | 15 | 15 |
| a21o_1 | 24 | 24 |
| and2_1 | 262 | 262 |
| a21oi_1 | 71 | 71 |
| buf_4 | 1 | 58 |
| nand3_1 | 24 | 24 |
